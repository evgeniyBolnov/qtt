$ cat config.mk
export PLATFORM = sky130hd
export DESIGN_NAME = static_ctrl
export DESIGN_NICKNAME = static_ctrl
export VERILOG_FILES = /design/flow/design.v
export SDC_FILE = /design/flow/constraint.sdc
export NUM_CORES = 4
export LEC_CHECK = 1
export CORE_UTILIZATION = 40
export SYNTH_HDL_FRONTEND = slang
export SYNTH_MEMORY_MAX_BITS = 65536
$ cat constraint.sdc
current_design static_ctrl

set clk_period 2.1
set clk_io_pct 0.2

create_clock -name clk0 -period $clk_period [get_ports {clk}]

set non_clock_inputs [all_inputs -no_clocks]
set_input_delay [expr $clk_period * $clk_io_pct] -clock clk0 $non_clock_inputs
set_output_delay [expr $clk_period * $clk_io_pct] -clock clk0 [all_outputs]
$ cat design.v
module change_sign #(
  parameter WORD_SIZE = 64
) (
  input                          clk              ,
  input  [        WORD_SIZE-1:0] data_in          ,
  output [$clog2(WORD_SIZE)-1:0] change_sign_count
);
  (* keep *)logic [WORD_SIZE-1:0] change_sign;
  genvar i;
  generate
    begin
      for (i = 0; i < WORD_SIZE - 1; i++)
        begin: sign_detect
          assign change_sign[i] = data_in[i] ^ data_in[i+1];
        end
      assign change_sign[WORD_SIZE-1] = 1'b0;
    end
  endgenerate
  ones_count #(
    .WORD_SIZE(WORD_SIZE)
  ) ones_count_inst (
    .clk(clk              ),
    .in (change_sign      ),
    .out(change_sign_count)
  );
endmodule 
module ones_count #(
  parameter WORD_SIZE = 64               ,  
  parameter BYTE_CNT  = WORD_SIZE / 8    ,  
  parameter BIT_RES   = $clog2(WORD_SIZE)
) (
  input                        clk,
  input        [WORD_SIZE-1:0] in ,
  output logic [  BIT_RES-1:0] out
);
  logic [3:0] ones_byte[  BYTE_CNT];
  logic [6:0] word_ones[BYTE_CNT/4];  
  genvar k,j;
  generate
    for (k = 0; k < BYTE_CNT; k++)
      begin: ones_count
        rom_ones_count ones_inst (
          .clk    (clk         ),
          .data_in(in[8*k +: 8]),
          .ones   (ones_byte[k])
        );
      end
    for(j = 0; j < BYTE_CNT / 4; j++ )
      begin: sum_inst
        sum_four #(
          .COUNT    (4),
          .DATA_SIZE(4)
        ) sum_four_inst (
          .clk(clk                ),
          .in (ones_byte[4*j +: 4]),
          .out(word_ones[j]       )
        );
      end
    sum_four #(
      .COUNT    (( BYTE_CNT / 4 )),
      .DATA_SIZE(7               )
    ) sum_out_inst (
      .clk(clk                             ),
      .in (word_ones[0 +: ( BYTE_CNT / 4 )]),
      .out(out                             )
    );
    endgenerate
endmodule
module rom_ones_count (
  input              clk    ,
  input        [7:0] data_in,
  output logic [3:0] ones
);
  logic [3:0] ram_count[256];
  initial $readmemh("../scripts/mem.hex", ram_count);
  always_ff @(posedge clk)
    ones <= ram_count[data_in];
endmodule 
module sum_four #(
  parameter COUNT     = 4,
  parameter DATA_SIZE = 4
) (
  input                              clk      ,
  input        [      DATA_SIZE-1:0] in[COUNT],
  output logic [DATA_SIZE+COUNT-2:0] out
);
  logic [DATA_SIZE+COUNT-2:0] summ;
  generate begin
      case( COUNT )
        1: assign summ =   ( in[0]         );
        2: assign summ =   ( in[0] + in[1] );
        3: assign summ =   ( in[0] + in[1] ) + ( in[2]         );
        4: assign summ =   ( in[0] + in[1] ) + ( in[2] + in[3] );
        8: assign summ = ( ( in[0] + in[1] ) + ( in[2] + in[3] ) ) + ( ( in[4] + in[5] ) + ( in[6] + in[7] ) );
      endcase
    end  
  endgenerate
  always_ff @(posedge clk)
    out <= summ;
endmodule
module ones_max_length #(
  parameter WORD_SIZE = 256
) (
  input                          clk        ,
  input                          rst_n      ,
  input  [        WORD_SIZE-1:0] in         ,
  output [$clog2(WORD_SIZE)-1:0] current_max
);
  localparam BYTE_CNT = WORD_SIZE / 8;
  genvar i, j, k;
  logic [$clog2(WORD_SIZE):0] layer_len  [$clog2(BYTE_CNT)+1][BYTE_CNT];
  logic [$clog2(WORD_SIZE):0] layer_end  [$clog2(BYTE_CNT)+1][BYTE_CNT];
  logic [$clog2(WORD_SIZE):0] layer_start[$clog2(BYTE_CNT)+1][BYTE_CNT];
  generate
    begin
      for (i = 0; i < BYTE_CNT; i++)
        begin: ones_length_inst
          ones_len_byte ones_inst (
            .clk      (clk              ),
            .rst_n    (rst_n            ),
            .in       (in[8*i +: 8]     ),
            .max_len  (layer_len[0][i]  ),
            .max_end  (layer_end[0][i]  ),
            .max_start(layer_start[0][i])
          );
        end
      for (k = 1; k <= $clog2(BYTE_CNT); k++)
        begin: layers
          for (j = 0; j < (BYTE_CNT >> k); j++)
            begin: layer
              join_lens #(
                .WIDTH_IN(4+k),
                .LAYER   (k  )
              ) join_layer (
                .clk       (clk                    ),
                .rst_n     (rst_n                  ),
                .in_0_start(layer_start[k-1][2*j]  ),
                .in_0_len  (layer_len[k-1][2*j]    ),
                .in_0_end  (layer_end[k-1][2*j]    ),
                .in_1_start(layer_start[k-1][2*j+1]),
                .in_1_len  (layer_len[k-1][2*j+1]  ),
                .in_1_end  (layer_end[k-1][2*j+1]  ),
                .out_start (layer_start[k][j]      ),
                .out_len   (layer_len[k][j]        ),
                .out_end   (layer_end[k][j]        )
              );
            end
        end
    end
  endgenerate
  assign current_max = layer_len[$clog2(BYTE_CNT)][0];
endmodule : ones_max_length
module join_lens #(
  parameter WIDTH_IN = 4, 
  parameter LAYER = 1
) (
  input                       clk       ,
  input                       rst_n     ,
  input        [WIDTH_IN-1:0] in_0_start,
  input        [WIDTH_IN-1:0] in_0_len  ,
  input        [WIDTH_IN-1:0] in_0_end  ,
  input        [WIDTH_IN-1:0] in_1_start,
  input        [WIDTH_IN-1:0] in_1_len  ,
  input        [WIDTH_IN-1:0] in_1_end  ,
  output logic [  WIDTH_IN:0] out_start ,
  output logic [  WIDTH_IN:0] out_len   ,
  output logic [  WIDTH_IN:0] out_end   
);
  always_ff @(posedge clk or negedge rst_n)
    begin
      if( ~rst_n )
        begin
          out_start <= '0;
          out_len   <= '0;
          out_end   <= '0;
        end
      else
        begin
          if( in_0_len == 8*2**(LAYER-1))
            out_start <= in_0_start + in_1_start;
          else
            out_start <= in_0_start;
          if( in_0_end != 0)
            begin
              if( in_0_end + in_1_start > in_0_len && in_0_end + in_1_start > in_1_len )
                out_len <= in_0_end + in_1_start;
              else
                begin
                  if( in_0_len > in_1_len )
                    out_len <= in_0_len;
                  else
                    out_len <= in_1_len;
                end
            end
          else
            out_len <= (in_0_len > in_1_len) ? in_0_len : in_1_len;
          if( in_1_len == 8*2**(LAYER-1) )
            out_end <= in_1_end + in_0_end;
          else
            out_end <= in_1_end;
        end
    end
endmodule 
module ones_len_byte (
  input              clk      ,
  input              rst_n    ,
  input        [7:0] in       ,
  output logic [3:0] max_len  ,
  output logic [3:0] max_end  ,
  output logic [3:0] max_start
);
  logic [11:0] rom[256];
  logic [11:0] rom_read;
  initial $readmemh("../scripts/mem_len.hex", rom);
  assign max_end   = rom_read[7:4];
  assign max_len   = rom_read[11:8];
  assign max_start = rom_read[3:0];
  always_ff @( posedge clk or negedge rst_n )
    begin
      if( ~rst_n )
        rom_read <= '0;
      else
        rom_read <= rom[in];
    end
endmodule : ones_len_byte
module static_ctrl #(
  parameter WORD_SIZE = 32              ,  
  parameter BIT_RES   = $clog2(WORD_SIZE),  
  parameter V1_MIN    = 100              ,  
  parameter V1_MAX    = 156              ,  
  parameter Vcs_MIN   = 100              ,  
  parameter Vcs_MAX   = 156              ,  
  parameter L0_MIN    = 4                ,  
  parameter L0_MAX    = 24               ,  
  parameter L1_MIN    = 4                ,  
  parameter L1_MAX    = 24                  
) (
  input                        clk              ,  
  input                        rst_n            ,  
  input        [          7:0] input_data       ,  
  output       [WORD_SIZE-1:0] output_data      ,  
  output                       valid_data       ,  
  output logic [  BIT_RES-1:0] ones             ,  
  output logic [  BIT_RES-1:0] change_sign_count,  
  output logic [  BIT_RES-1:0] ones_max_len     ,  
  output logic [  BIT_RES-1:0] zeros_max_len    ,  
  output                       v1_valid         ,  
  output                       l0_valid         ,  
  output                       l1_valid         ,  
  output                       vcs_valid           
);
  localparam BYTE_CNT   = WORD_SIZE / 8        ;  
  localparam DELAY      = $clog2(WORD_SIZE) - 1;  
  localparam DATA_DELAY = $clog2(WORD_SIZE) - 2;  
  localparam ONES_DELAY = $clog2(WORD_SIZE) - 5;  
  logic [DELAY-1:0] valid_dl;  
  logic [WORD_SIZE-1:0] data               ;  
  logic [WORD_SIZE-1:0] data_dl[DATA_DELAY];  
  logic [                 7:0] shift_reg[BYTE_CNT];
  logic [$clog2(BYTE_CNT)-1:0] rx_cnt             ;
  logic [BIT_RES-1:0] ones_delay[ONES_DELAY-1:0];
  logic [BIT_RES-1:0] ones_wire                 ;
  logic [BIT_RES-1:0] change_sign_delay[ONES_DELAY-1:0];
  logic [BIT_RES-1:0] change_sign_wire                 ;
  assign output_data = data_dl[DATA_DELAY-1];
  assign valid_data  = valid_dl[DELAY-1];
  assign l0_valid    = ( zeros_max_len     > L0_MIN  ) && ( zeros_max_len     <= L0_MAX  );
  assign l1_valid    = ( ones_max_len      > L1_MIN  ) && ( ones_max_len      <= L1_MAX  );
  generate
    if( ONES_DELAY == 0 )
      begin
        assign ones              = ones_wire;
        assign change_sign_count = change_sign_wire;
        assign v1_valid          = ( ones_wire > V1_MIN  ) && ( ones_wire <  V1_MAX  ) ? 1'b1 : 1'b0;
        assign vcs_valid         = ( change_sign_wire > Vcs_MIN ) && ( change_sign_wire <  Vcs_MAX ) ? 1'b1 : 1'b0;
      end
    else
      begin
        always_ff @(posedge clk or negedge rst_n)
          begin
            if( ~rst_n )
              for (int i = 0; i < ONES_DELAY; i++)
                begin
                  ones_delay[i]        <= '0;
                  change_sign_delay[i] <= '0;
                end
            else
              begin
                ones_delay[0]        <= ones_wire;
                change_sign_delay[0] <= change_sign_wire;
                for (int i = 1; i < ONES_DELAY; i++)
                  begin
                    ones_delay[i]        <= ones_delay[i-1];
                    change_sign_delay[i] <= change_sign_delay[i-1];
                  end
              end
          end
          assign ones              = ones_delay[ONES_DELAY-1];
          assign change_sign_count = change_sign_delay[ONES_DELAY-1];
          assign v1_valid          = ( ones_delay[ONES_DELAY-1] > V1_MIN  ) && ( ones_delay[ONES_DELAY-1] <  V1_MAX  ) ? 1'b1 : 1'b0;
          assign vcs_valid         = ( change_sign_delay[ONES_DELAY-1] > Vcs_MIN ) && ( change_sign_delay[ONES_DELAY-1] <  Vcs_MAX ) ? 1'b1 : 1'b0;
        end
      endgenerate
  always_ff @(posedge clk or negedge rst_n)
    begin: data_delay
      if( ~rst_n )
        for (int i = 0; i < DATA_DELAY; i++)
          data_dl[i] <= '0;
      else
        begin
          data_dl[0] <= data;
          for (int i = 1; i < DATA_DELAY; i++)
            data_dl[i] <= data_dl[i-1];
        end
    end
  always_ff @(posedge clk or negedge rst_n)
    begin : fill_reg
      if( ~rst_n )
        begin
          data     <= '0;
          rx_cnt   <= '0;
          valid_dl <= '0;
        end
      else
        begin
          data[8*rx_cnt+:8] <= input_data;
          rx_cnt            <= rx_cnt + 1'b1;
          valid_dl[0]       <= 1'b1;
          for (int i = 1; i < DELAY; i++)
            valid_dl[i] <= valid_dl[i-1];
        end
    end
  ones_count #(
    .WORD_SIZE(WORD_SIZE)
  ) ones_count_inst (
    .clk(clk      ),
    .in (data     ),
    .out(ones_wire)
  );
  change_sign #(
    .WORD_SIZE(WORD_SIZE)
  ) change_sign_inst (
    .clk              (clk             ),
    .data_in          (data            ),
    .change_sign_count(change_sign_wire)
  );
  ones_max_length #(
    .WORD_SIZE(WORD_SIZE)
  ) ones_max_length_inst (
    .clk        (clk         ),
    .rst_n      (rst_n       ),
    .in         (data        ),
    .current_max(ones_max_len)
  );
  ones_max_length #(
    .WORD_SIZE(WORD_SIZE)
  ) zeros_max_length_inst (
    .clk        (clk          ),
    .rst_n      (rst_n        ),
    .in         (~data        ),
    .current_max(zeros_max_len)
  );
endmodule : static_ctrl 
$ cat mem.hex
0
1
1
2
1
2
2
3
1
2
2
3
2
3
3
4
1
2
2
3
2
3
3
4
2
3
3
4
3
4
4
5
1
2
2
3
2
3
3
4
2
3
3
4
3
4
4
5
2
3
3
4
3
4
4
5
3
4
4
5
4
5
5
6
1
2
2
3
2
3
3
4
2
3
3
4
3
4
4
5
2
3
3
4
3
4
4
5
3
4
4
5
4
5
5
6
2
3
3
4
3
4
4
5
3
4
4
5
4
5
5
6
3
4
4
5
4
5
5
6
4
5
5
6
5
6
6
7
1
2
2
3
2
3
3
4
2
3
3
4
3
4
4
5
2
3
3
4
3
4
4
5
3
4
4
5
4
5
5
6
2
3
3
4
3
4
4
5
3
4
4
5
4
5
5
6
3
4
4
5
4
5
5
6
4
5
5
6
5
6
6
7
2
3
3
4
3
4
4
5
3
4
4
5
4
5
5
6
3
4
4
5
4
5
5
6
4
5
5
6
5
6
6
7
3
4
4
5
4
5
5
6
4
5
5
6
5
6
6
7
4
5
5
6
5
6
6
7
5
6
6
7
6
7
7
8
$ cat mem_len.hex
000
101
100
202
100
101
200
303
100
101
100
202
200
201
300
404
100
101
100
202
100
101
200
303
200
201
200
202
300
301
400
505
100
101
100
202
100
101
200
303
100
101
100
202
200
201
300
404
200
201
200
202
200
201
200
303
300
301
300
302
400
401
500
606
100
101
100
202
100
101
200
303
100
101
100
202
200
201
300
404
100
101
100
202
100
101
200
303
200
201
200
202
300
301
400
505
200
201
200
202
200
201
200
303
200
201
200
202
200
201
300
404
300
301
300
302
300
301
300
303
400
401
400
402
500
501
600
707
110
111
110
212
110
111
210
313
110
111
110
212
210
211
310
414
110
111
110
212
110
111
210
313
210
211
210
212
310
311
410
515
110
111
110
212
110
111
210
313
110
111
110
212
210
211
310
414
210
211
210
212
210
211
210
313
310
311
310
312
410
411
510
616
220
221
220
222
220
221
220
323
220
221
220
222
220
221
320
424
220
221
220
222
220
221
220
323
220
221
220
222
320
321
420
525
330
331
330
332
330
331
330
333
330
331
330
332
330
331
330
434
440
441
440
442
440
441
440
443
550
551
550
552
660
661
770
888
$ cat run.sh
#!/bin/bash
# OpenROAD 26Q1-2900-gdf79404cd8, Yosys 0.63+post, stock flow scripts
make -C /OpenROAD-flow-scripts/flow DESIGN_CONFIG=/design/flow/config.mk WORK_HOME=/design/flow/orfs finish
==> impl_metrics.json <==
{
  "status": "finished clean",
  "cts-root-buf": "clkbuf_8",
  "hold_depth": 0,
  "dieHeight_um": 105.3,
  "grt_max_degree": 46,
  "synthCells": 248,
  "rr_endpoint": "data[22]",
  "fmax_mhz": 545.4,
  "crit_start": "rx_cnt[0]",
  "cts.sinks": 134,
  "ir_worst_vdd_mv": 0.4960,
  "cp_slowest_cell": "dfrtp_1",
  "cts_setup_buffers": 0,
  "postCtsHoldBufs": 1,
  "antenna_found_initial": 0,
  "drc": 0,
  "reg2reg_depth": 4,
  "grt_usage_pct": 11.36,
  "max_cap_viol_count": 0,
  "crit_fanout": 9,
  "port_buffers": 42,
  "end_kind": "register",
  "clk_pin_slew_ns": 0.06,
  "grt_pass1_vias": 1872,
  "finalCritPeriodShare_pct": 87.31,
  "vias_per_cell": 4.363,
  "ctsResizeCount": 0,
  "cp_cell_sequence": "inv_1 > ha_1 > nor3b_2 > a32o_1",
  "grt_remaining_overflow": 0,
  "cp-endpoint": "data[22]",
  "final_antenna_net_count": 0,
  "ys_warn_count": 0,
  "ios": 67,
  "syn_avg_cell_area_um2": 17.19,
  "core_um2": 10320,
  "fin_setup_tns_ns": 0,
  "routedWlPerCell_um": 12.89,
  "n_antenna_cell": 0,
  "place_congestion": 0.7201,
  "cts_buffers": 17,
  "p_leak_nw": 2.334,
  "layout_min_cycle_time_ns": 1.834,
  "synth_area_um2": 4264,
  "fin_skew_ns": 0.006553,
  "p_per_area_nw_per_um2": 1157,
  "reg2reg_from": "rx_cnt[0]",
  "drtIter0Drc": 107,
  "dp_hpwl_um": 3387,
  "cts_tree": "built",
  "fp_util_pct": 41.30,
  "grt_pass1_wl_um": 9411,
  "worst_slew_pin_slew_ns": 0.5022,
  "cts_buffer_depth": 2,
  "layout_top_cell": "dfrtp_1",
  "drv_slew": 0,
  "hold_viol": 0,
  "slowest_delay_ns": 0.49,
  "relSlewSlack_pct": 66.45,
  "syn_to_final_growth_pct": 22.09,
  "utilization_pct": 50.43,
  "cp-start-kind": "register",
  "drive_gt1_share_pct": 13.06,
  "top_layer": "met4",
  "warnings": 29,
  "rows": 37,
  "final-setup-viol-count": 0,
  "reg2reg_slack_ns": 0.27,
  "wirelength_um": 5504,
  "worstSetupPathType": "reg2reg",
  "hold_path.class": "reg2reg",
  "m1WireLength_um": 2474,
  "wl_met2_um": 2634,
  "rsz0062_at_grt": "false",
  "die_w_um": 105.3,
  "cts-htree-levels": 4,
  "most-common-layout-cells": "dfrtp_1 (134), clkdlybuf4s50_1 (41), conb_1 (25)",
  "die-area_um2": 11080,
  "crit_required_ns": 2.53,
  "met3_length_um": 293,
  "insertion_delay_ns": 0.50,
  "cp.arrival_ns": 2.27,
  "first_pass_iters": 4,
  "vias": 1863
}
==> flip-flops by register name, indices dropped and copies added (netlist names) <==
register	flops
data_dl	64
valid_dl	4
output_data	32
rx_cnt	2
data	32
==> per-layer routing <==
layer	up-vias	global-route usage, %
li1	827	-
met1	963	18.29
met2	59	16.59
met3	14	3.155
met4	0	2.414
met5	-	0
==> report_power, final <==
part           internal (mW)  total (mW)  leakage (nW)  switching (mW)
Sequential              2.71        2.75          1.57          0.0420
Combinational         0.0975       0.167         0.455          0.0690
Clock                   2.05        3.10         0.312            1.05
==> how the worst min path moves through the flow <==
stage,startpoint,to,slack [ns]
global route,data_dl[86],data_dl[54],0.34
CTS,data_dl[69],data_dl[37],0.34
finish,data_dl[85],data_dl[53],0.34
==> area by class of cell <==
cell class / instances / area [um^2]
Clock buffer: 17 / 414.1
Tap cell: 136 / 170.2
Timing Repair Buffer: 46 / 475.5
Inverter: 6 / 22.52
Clock inverter: 15 / 225.2
Sequential cell: 134 / 3353
Multi-Input combinational cell: 73 / 545.5
Fill cell: 835 / 5117
==> worst max-delay path, delay by kind of cell (launching register included) <==
| family | cells | cell delay [ns] |
|---|---|---|
| buf+inv | 1 | 0.15 |
| compound gates | 1 | 0.26 |
| simple gates | 1 | 0.47 |
| flops | 1 | 0.49 |
| fa+ha+maj | 1 | 0.40 |
==> metrics by stage <==
| stage | instance area [um^2] | total power, mW | std cells | setup slack, ns | hold slack [ns] |
|---|---|---|---|---|---|
| floorplan | 4350 | 2.880 | 271 | 0.5473 | 0.1244 |
| global placement | 4557 | 2.967 | 394 | 0.4184 | 0.3325 |
| detailed placement | 4557 | 2.971 | 394 | 0.2984 | 0.3347 |
| CTS | 5206 | 6.118 | 427 | 0.2700 | 0.3437 |
| global route | 5206 | 6.241 | 427 | 0.1173 | 0.3447 |
| finish | 5206 | 6.022 | 427 | 0.2665 | 0.3432 |
Power figures rest on the tool's default switching activity, not on a simulated workload.
